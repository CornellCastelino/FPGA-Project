### flow/design.v
module MSB_counter(
    input msb,clk,max_tick,
    output reg [16:0] out
    );
    reg [2:0]s; 
    wire [2:0]ns; 
    wire x;
    always @(posedge clk)
    begin
        if( max_tick)begin
            out <= 17'b0; 
            s <= 3'b0;  
            end
        else begin
            s <= ns;
            if(s[2] & x)
                out <= out + 1'b1; 
        end         
    end
    assign ns[0] = (~s[2]&~s[0]&(msb&~s[1] | ~msb&s[1])) | msb; 
    assign ns[1] = ~msb&~s[2]&( ~s[1]&s[0] | s[1]&~s[0]);
    assign ns[2] = ~msb&~s[2]&s[1]&s[0];
    assign x = msb;
endmodule
module SevenSegdisp(
    input clk, reset,toggle, 
    input [16:0] Value,
    output reg [3:0]an,
    output reg [7:0] sseg
    );
    reg [3:0] hex_in;
    reg [1:0]q_reg;
    wire [1:0] q_next;
    always @(posedge clk , posedge reset)
        begin   
            if(reset) 
                q_reg <= 0;
            else if(!(toggle & reset))
                q_reg <= q_next;
        end
    assign q_next = q_reg +1;
   always @*
      case (q_reg)
         2'b00:
            begin
               an =  4'b1110;
               hex_in =  Value[3:0];
            end
         2'b01:
            begin
               an =  4'b1101;
               hex_in =  Value[7:4];
            end
         2'b10:
            begin
               an =  4'b1011;
               hex_in =  Value[11:8];
            end
         default:
            begin
               an =  4'b0111;
               hex_in =  Value[15:12] ;
            end
       endcase
   always @*
   begin
      case(hex_in)
         4'b0000: sseg[6:0] = 7'b0000001;
         4'b0001:  sseg[6:0] = 7'b1001111;
         4'b0010:  sseg[6:0] = 7'b0010010;
         4'b0011:  sseg[6:0] = 7'b0000110;
         4'b0100:  sseg[6:0] = 7'b1001100;
         4'b0101:  sseg[6:0] = 7'b0100100;
         4'b0110:  sseg[6:0] = 7'b0100000;
         4'b0111:  sseg[6:0] = 7'b0001111;
         4'b1000:  sseg[6:0] = 7'b0000000;
         4'b1001:  sseg[6:0] = 7'b0000100;
         4'b1010:  sseg[6:0] = 7'b0001000;
         4'b1011:  sseg[6:0] = 7'b1100000;
         4'b1100:  sseg[6:0] = 7'b0110001;
         4'b1101:  sseg[6:0] = 7'b1000010;
         4'b1110: sseg[6:0] = 7'b0110000;
         4'b1111:  sseg[6:0] = 7'b0111000;
         default: sseg[6:0] = 7'b1111111;  
     endcase
      sseg[7] = 1'b1;
   end
endmodule
module clkscale(
    input clk,reset,
    input [2:0]factor,
    output reg newclk
    );
    reg [26:0] count = 0;
    localparam Time = 200000; 
    always @(posedge clk)
    begin   
        if(reset)
            begin
                count <=0;
                newclk <=0;
            end
        count <= count + 1;
        if(count >= Time>>factor) 
            begin
                newclk <= !newclk;
                count <= 0;
            end
    end
endmodule
module lsfr_17bit #(parameter seed = 17'b101011)	
(input	clk,sh_en, rst_n,	
output [16:0] Q_out,
output reg max_tick_reg);
reg [16:0] Q_state;	
wire [16:0] Q_ns;	
always @(posedge clk) begin	
    if (Q_state == seed)         
        max_tick_reg = 1'b1;
    else
        max_tick_reg = 1'b0;
    if	(rst_n)	
        Q_state	<=	seed;
    else if (!(sh_en & (Q_state == 17'b11000000000001010)))              
        Q_state	<=	Q_ns;
end	
assign	Q_fb	=	Q_state[13]	^	Q_state[16];	
assign	Q_ns	=	{Q_state[15:0],Q_fb};	
assign	Q_out	=	Q_state;	
endmodule
module top(
    input clk, reset,dispToggle,
    input [2:0]clkscale,
    output [7:0]sseg,
    output [3:0]an
    );
    wire newclk, max_tick_out;
    wire [16:0] Output, count;
    wire en = 1'b1;
    lsfr_17bit  lsfr  (.clk(newclk),.sh_en(dispToggle),.rst_n(reset),.Q_out(Output),.max_tick_reg(max_tick_out));
    MSB_counter sequenceDetector (.clk(newclk),.msb(Output[16]),.max_tick(max_tick_out),.out(count));
    clkscale clkscl  ( .clk(clk),.reset(reset), .factor(clkscale),.newclk(newclk));
    SevenSegdisp SevenSegDisp (.clk(newclk),.reset(max_tick_out),.Value(count),.an(an),.sseg(sseg),.toggle(dispToggle));
endmodule
### flow/run.sh
#!/bin/bash
# OpenROAD 26Q1-2900-gdf79404cd8, Yosys 0.63+post, stock flow scripts
make -C /OpenROAD-flow-scripts/flow DESIGN_CONFIG=/design/flow/config.mk WORK_HOME=/design/flow/orfs finish
### flow/config.mk
export PLATFORM = sky130hd
export DESIGN_NAME = top
export DESIGN_NICKNAME = top
export VERILOG_FILES = /design/flow/design.v
export SDC_FILE = /design/flow/constraint.sdc
export NUM_CORES = 4
export LEC_CHECK = 1
export CORE_UTILIZATION = 40
### flow/constraint.sdc
current_design top

set clk_period 4.4
set clk_io_pct 0.2

create_clock -name clk0 -period $clk_period [get_ports {clk}]

set non_clock_inputs [all_inputs -no_clocks]
set_input_delay [expr $clk_period * $clk_io_pct] -clock clk0 $non_clock_inputs
set_output_delay [expr $clk_period * $clk_io_pct] -clock clk0 [all_outputs]
==> impl_metrics.py <==
# Metrics from the implementation run
metrics = {
    "route": {
        "detail_route.antenna_diodes": 0,
        "initialDrtViolationCount": 52,
        "routed_via_density": 4.91,
        "route.antenna.remaining_nets": 0,
        "route.vias.total": 2477,
        "detail_route.first_pass.iterations": 6,
        "dr_wl_cell_um": 11.4,
        "remaining_drc_errors": 0,
        "wl_um": 5720,
    },
    "floorplan": {
        "die_area_sq_mm": 0.00905,
        "core_area_sq_mm": 0.00830,
        "dieWidth_um": 95.1,
        "fp.dieH_um": 95.1,
        "io_pins": 18,
        "initial_core_util_pct": 41.8,
        "placement_rows": 33,
    },
    "cells_and_area": {
        "largest_register_ff_count": 27,
        "largest-register": "clkscl.count",
        "final_util_pct": 45.8,
        "fraction_of_layout_cells_with_a_size_suffix_above_1_pct": 5.76,
        "areaGrowthSynthToFinish_pct": 9.63,
        "largest_registers": "clkscl.count: 27 flops, lsfr.Q_state: 17 flops, sequenceDetector.out: 16 flops",
    },
    "timing": {
        "timing.final.crit_period_ns": 3.38,
        "unclocked_regs": 39,
        "fmax_ghz": 0.296,
        "number_of_unconstrained_endpoints": 50,
        "timing.clock.skew_ns": 0.00153,
        "grt_setup_unrepaired": "no",
        "fin_tns_setup_ns": 0,
        "hold_slack_ns": 0.517,
        "max-slew-margin-rel_pct": 46.5,
        "setup_violations": 0,
        "report.final.slew_viol_count": 0,
        "hold_viol_final": 0,
        "timing_worst_slew_pin_value_ns": 0.803,
        "min_period_over_period_pct": 76.8,
    },
    "synth": {
        "distinct_lib_cells": 49,
        "seq_area_frac_synth_pct": 39.2,
        "synthCells": 382,
        "synth_area_sq_mm": 0.00347,
        "yosysCellCount": 382,
        "synth_flop_count": 67,
        "synth_area_per_cell_sq_um": 9.08,
        "yosys_area_sq_mm": 0.00347,
        "yosys_warnings": 5,
    },
    "worst_hold_path": {
        "hold_path.class": "flop to flop",
    },
    "placement": {
        "gp_congestion": 0.835,
        "post-dp-hpwl_um": 4460,
        "port_buffers": 16,
    },
    "power": {
        "static-leakage-power_nw": 1.52,
        "intPower_uw": 500,
        "combinationalPowerShare_pct": 18.5,
        "netSwitchingPower_uw": 146,
        "share_seq_of_total_power_pct": 51.1,
        "clkPwrFrac_pct": 30.4,
        "p_sw_share_pct": 22.6,
        "max-vdd-ir-drop_uv": 117,
        "pwr_density_cell_mw_per_mm2": 170,
    },
    "clock_tree": {
        "clk_latency_ns": 0.27,
        "cts.repair_timing.setup_buffer_count": 0,
        "cts_hold_repair_buffers": 0,
        "number_of_buffers_inserted_during_clock_tree_synthesis": 3,
        "cts_max_path_buffers": 2,
        "clk_root_buffer_cell": "clkbuf_8",
        "path_clk_slew_ns": 0.09,
        "cts_tree": "built",
        "cts_resized": 0,
        "h_tree_lvl_count": 1,
    },
    "global_routing": {
        "via_count_of_the_first_global_routing_pass": 2335,
        "global_route_wire_length_before_repair_um": 10400,
        "grt_usage_pct": 14.4,
        "globalRoute.totalOverflow": 0,
        "grt_start_max_net_pins": 40,
        "antenna_found_initial": 0,
    },
    "worst_setup_path": {
        "worstSetupEndpointType": "flop",
        "timing.critical_path.from_type": "input port",
        "worst-setup-path-type": "input port to flop",
        "worst_ep_required_time_ns": 4.56,
        "worstPathMaxFanout": 19,
        "worst-endpoint-arrival_ns": 3.54,
    },
    "job": {
        "warnings": 39,
        "drv_cap": 0,
    },
    "run_status": {
        "run_status": "completed",
    },
}
-- final cells by class --
type	instances	area, sq um
multi-input combinational	288	1980
tap	105	131
sequential	67	1360
fill	777	4500
inverter	22	82.6
clock inverter	1	30.0
timing repair buffer	18	175
clock buffer	3	41.3
-- cells by family (layout without fill, tap and decap cells) --
family	Yosys count	in the layout	synth area share [%]
AND-OR/OR-AND	48	48	9.09
multiplexers	5	5	1.44
flip-flops	67	67	39.2
AND/OR/NAND/NOR	156	156	23.8
XOR/XNOR	32	32	8.08
adder cells (fa/ha/maj)	38	38	13.7
other	2	9	0.217
buffers and inverters	34	44	4.40
-- cell usage in the layout (no fill, tap or decap), drive strengths merged, types with 13 or more instances in the layout --
master	instances
nor2b	13
dfxtp	64
clkdlybuf4s50	16
nand2	28
nor2	44
a21oi	15
xor2	15
inv	22
xnor2	17
ha	38
nand3	16
-- worst paths after layout --
path                                       from         endpoint  slack (ns)  cells past startpoint
worst min-delay path            clkscl.count[0]  clkscl.count[0]        0.52                      1
worst max-delay path                clkscale[1]  clkscl.count[5]        1.02                     12
worst min register to register  clkscl.count[0]  clkscl.count[0]        0.52                      1
worst max register to register  clkscl.count[1]    clkscl.newclk        2.42                      6
-- per-stage QoR --
stage                     cells  total power [mW]  worst slack, ns  area (sq um)
after floorplan             389             0.412             1.50          3490
after CTS                   504             0.654             1.04          3800
final                       504             0.646             1.02          3800
after detailed placement    500             0.457            0.760          3730
after global routing        504             0.682            0.767          3800
after global placement      500             0.457            0.779          3730
-- power groups by stage --
stage	clock network (mW)	registers [mW]	logic, mW
4_1_cts	0.202	0.330	0.122
5_1_grt	0.209	0.332	0.140
6_report	0.196	0.330	0.120
-- critical path: stages --
cell and delay (ns):
clkdlybuf4s50_1 0.57, inv_1 0.13, ha_1 0.34, nand2_1 0.10, a21boi_0 0.15, ha_1 0.33
nand2_1 0.07, nor3_1 0.22, o311ai_1 0.15, a31oi_1 0.25, buf_4 0.27, nor2_1 0.08
-- layer usage --
| layer | part of all wire, % | vias to the layer above | routed length, um | GRT usage, % |
|---|---|---|---|---|
| met5 | 0 | - | 0 | 0 |
| met4 | 0.23 | 0 | 13 | 0.631 |
| met2 | 45 | 20 | 2600 | 24.1 |
| met3 | 1.5 | 2 | 88 | 0.892 |
| met1 | 53 | 1131 | 3020 | 22.0 |
| li1 | - | 1324 | - | - |
-- Yosys cell counts (all sizes together) --
library cell / n / area [sq um]
nand2: 28 / 105
clkbuf: 5 / 20.0
a21o: 3 / 23.8
edfxtp: 1 / 30.0
dfrtp: 2 / 50.1
or2b: 2 / 15.0
a222oi: 4 / 40.0
and3: 2 / 12.5
a2bb2oi: 1 / 8.76
or3: 6 / 47.5
nor3b: 2 / 15.0
nor3: 7 / 35.0
and2: 11 / 86.3
or2: 4 / 25.0
nand3b: 1 / 7.51
o311ai: 1 / 8.76
a21boi: 3 / 22.5
nor2b: 13 / 88.8
buf: 7 / 50.1
ha: 38 / 475
nor2: 44 / 165
xor2: 15 / 131
and4bb: 1 / 12.5
a31oi: 2 / 12.5
o21a: 1 / 7.51
o21ai: 10 / 50.1
conb: 2 / 7.51
nand4b: 1 / 8.76
xnor2: 17 / 149
nor4: 9 / 62.6
mux2i: 5 / 50.1
inv: 22 / 82.6
o211a: 1 / 10.0
a21oi: 15 / 75.1
nand4: 8 / 50.1
dfxtp: 64 / 1280
nand3: 16 / 80.1
o22ai: 1 / 6.26
a22o: 4 / 35.0
a211oi: 2 / 15.0
and4: 1 / 8.76
Power and IR drop assume default switching activity.
