==> config.mk <==
export PLATFORM = sky130hd
export DESIGN_NAME = eq8
export DESIGN_NICKNAME = eq8
export VERILOG_FILES = /design/flow/design.v
export SDC_FILE = /design/flow/constraint.sdc
export NUM_CORES = 4
export LEC_CHECK = 1
export CORE_AREA = 10 10 70 70
export DIE_AREA = 0 0 80 80
==> design.v <==
module greater
   (
    input wire i0, i1, i2, i3,
    output wire eq
   );
   wire p0, p1, p2;
   assign p0 = i0 & ~i2;
   assign p1 = i1 & ~i2 & ~i3;
   assign p2 = i0 & i1 & i2 & ~i3;
   assign eq = p0 | p1 | p2 ;
endmodule
module equal
   (
    input wire i0, i1,
    output wire eq
   );
   assign eq = !(i0 ^ i1);
endmodule
module greater2
   (
    input  wire[1:0] a, b,			
    output wire aeqb
   );
   wire e0;
   greater eq_bit0_unit (.i1(a[0]), .i0(a[1]), .i3(b[0]), .i2(b[1]), .eq(e0));
   assign aeqb = e0 ;
endmodule
module equal2
   (
    input  wire[1:0] a, b,			 
    output wire aeqb				 
   );
   wire e0, e1;
   equal eq_bit0_unit (.i0(a[0]), .i1(b[0]), .eq(e0));
   equal eq_bit1_unit (.eq(e1), .i0(a[1]), .i1(b[1]));
   assign aeqb = e0 & e1;
endmodule
module eq8
   (
    input  wire[7:0] a, b,		
    output wire aeqb				
   );
   wire e0, e1, e2, e3, c0 , c1, c2, c3, a0, a1 ,a2 ,a3 ;
   greater2 bit2_0 (.a(a[7:6]), .b(b[7:6]), .aeqb(e0));
   greater2 bit2_1 (.a(a[5:4]), .b(b[5:4]), .aeqb(e1));
   greater2 bit2_2 (.a(a[3:2]), .b(b[3:2]), .aeqb(e2));
   greater2 bit2_3 (.a(a[1:0]), .b(b[1:0]), .aeqb(e3));
   equal2 comp0 (.a(a[7:6]), .b(b[7:6]), .aeqb(c0));
   equal2 comp1 (.a(a[5:4]), .b(b[5:4]), .aeqb(c1));
   equal2 comp2 (.a(a[3:2]), .b(b[3:2]), .aeqb(c2));
   equal2 comp3 (.a(a[1:0]), .b(b[1:0]), .aeqb(c3));
   assign a1 =  e3 & c0 & c1 & c2;  
   assign a2 = e2 & c0 & c1;  
   assign a3 = e1 & c0; 
   assign aeqb =  a1 | a2 | a3 | e0 ;  
endmodule
==> run.sh <==
#!/bin/bash
# OpenROAD 26Q1-2900-gdf79404cd8, Yosys 0.63+post, stock flow scripts
make -C /OpenROAD-flow-scripts/flow DESIGN_CONFIG=/design/flow/config.mk WORK_HOME=/design/flow/orfs finish
==> constraint.sdc <==
current_design eq8

set clk_period 2.7
set clk_io_pct 0.2

create_clock -name clk0 -period $clk_period

set non_clock_inputs [all_inputs -no_clocks]
set_input_delay [expr $clk_period * $clk_io_pct] -clock clk0 $non_clock_inputs
set_output_delay [expr $clk_period * $clk_io_pct] -clock clk0 [all_outputs]
==> qor.yml <==
placement:
  place_congestion: 0.693
  io_buffers: 17
  post-dp-hpwl_um: 674
sta:
  min_period_ns: 2.62
  hold_violations: 0
  tightest_slew_ns: 0.240
  slew_viol_final: 0
  fin_worst_hold_slack_ns: 1.93
  finalSetupViolCount: 0
  maxSlewHeadroom_pct: 84.0
  fin_setup_tns_ns: 0
  fin_crit_sh_pct: 96.9
  timing.fmax_mhz: 382
  rsz0062_at_grt: "false"
global_routing:
  grt_pass1_wl_um: 1170
  grt_usage_pct: 2.29
  overflow: 0
  grt_pass1_vias: 217
  antenna_found_initial: 0
  grt_max_degree: 3
worst_setup_path:
  crit_path_max_incr_delay_ns: 0.51
  start_kind: "primary input"
  end_kind: "primary output"
  critPathRequiredTime_ns: 2.16
  critPathKind: "primary input to primary output"
  cp_num_buf_inv: 2
  critPathArrivalTime_ns: 2.08
  slowest_stage: "clkdlybuf4s50_1"
  critical_path.cell_chain: "clkdlybuf4s50_1 > nor2b_4 > maj3_2 > a311oi_2 > o221ai_1 > dlygate4sd2_1"
  cp_top_family: "buffers and inverters"
  cp_max_fo: 1
floorplan:
  ios: 17
  core_sq_mm: 0.00342
  dieArea_sq_mm: 0.00640
  die_width_um: 80
  fp-row-count: 21
  fp_util_pct: 5.20
  die_h_um: 80
synth:
  synth_seq_share_pct: 0
  syn_inst: 24
  ys_types: 12
  ys_cells: 24
  synth_area_sq_um: 178
  avgSynthCellArea_sq_um: 7.40
  ys_area_sq_um: 178
  ys_warn_count: 0
layout:
  seq_area_sq_um: 0
  area_delta_synth_final_pct: 131
  seq_cell_count: 0
  layout_top_cell: "clkdlybuf4s50_1"
  clkbuf_count: 0
  drive_above_1_share_pct: 7.32
  lay_top_cells: "16 x clkdlybuf4s50_1, 7 x inv_1, 3 x xnor2_1, 3 x ha_1"
route:
  vias: 221
  ant_nets: 0
  routed_wl_um: 782
  dr.pass1.iters: 2
  drc: 0
  wire_per_inst_um: 8.99
  drtIter0Drc: 4
  routed_via_density: 2.54
  diodes: 0
power_and_ir_drop:
  p_leak_uw: 0.000170
  power.density_mw_per_mm2: 129
  p_total_uw: 52.8
  ir_worst_vdd_uv: 21.0
run_status:
  outcome: "completed"
job:
  cap_violations: 0
  warnings: 32
hold_path:
  hold_path_depth: 5
  hold_path.class: "primary input to primary output"
  min_to: "aeqb"
  hold_path.startpoint: "b[6]"
synth_stat cells (all sizes together):
library cell / count / area share [%]
ha: 3 / 21
nor2b: 1 / 7.7
inv: 7 / 15
a31oi: 2 / 7.0
o221ai: 1 / 4.9
maj3: 1 / 6.3
nand4: 1 / 3.5
xnor2: 3 / 15
o211a: 1 / 5.6
nand2: 1 / 2.1
a311oi: 1 / 4.9
nand2b: 2 / 7.0
stage by stage:
stage / cells / util [%] / instance area [sq um] / setup slack (ns)
final: 87 / 12.0 / 410 / 0.0838
after global routing: 87 / 12.0 / 410 / 0.0165
after CTS: 87 / 12.0 / 410 / 0.0801
after detailed placement: 87 / 11.9 / 405 / -0.180
after global placement: 87 / 11.9 / 405 / -0.190
after floorplan: 24 / - / 178 / 0.884
cell type report:
cell class,instances,area (sq um)
well taps,46,57.6
inverters,7,26.3
repair buffers,17,169
fillers,397,3010
multi-input cells,17,158
worst max-delay path by stage:
stage | from | end | cells past startpoint
4_1_cts | b[0] | aeqb | 6
6_report | b[0] | aeqb | 6
5_1_grt | b[0] | aeqb | 6
routing by layer:
| metal | track usage (%) | vias to the layer above | wire length [um] |
|---|---|---|---|
| li1 | - | 117 | - |
| met1 | 3.03 | 91 | 404 |
| met2 | 3.29 | 13 | 257 |
| met3 | 1.36 | 0 | 120 |
| met4 | 0 | 0 | 0 |
| met5 | 0 | - | 0 |
kinds of logic (layout without fill, tap and decap cells):
| kind of cell | after synthesis | count (layout) | share of synthesized area, % |
|---|---|---|---|
| xor+xnor | 3 | 3 | 14.8 |
| simple gates | 5 | 5 | 20.4 |
| buf+inv | 7 | 24 | 14.8 |
| compound gates | 5 | 5 | 22.5 |
| fa+ha+maj | 4 | 4 | 27.5 |
where the power goes:
group	switching (uW)	total [uW]	internal (uW)
clock network	0	0	0
registers	0	0	0
logic	17.8	52.8	35.0
total	17.8	52.8	35.0
what timing repair did:
item                                    in CTS  in global routing
hold buffers                                 0                  0
resized                                      2                  0
buffers inserted                             0                  0
endpoints found under the setup margin       1                  0
Power figures rest on the tool's default switching activity, not on a simulated workload.
